### flow/design.v
module Periphery_RAM(reset, rd, wr, addr, rdata, wdata);
    input reset, rd, wr;
    input [31:0] addr;
    input [31:0] wdata;
    output reg [31:0] rdata;
    reg [31:0] TH;
    reg [31:0] TL;
    reg [2:0] TCON;
    reg [7:0] led;
    reg [11:0] digi;
    reg [31:0] systick;
    always @ (*) begin
        if(rd) begin
            case(addr)
                32'h40000000: rdata <= TH;
                32'h40000004: rdata <= TL;
                32'h40000008: rdata <= {29'b0, TCON};
                32'h4000000c: rdata <= {24'b0, led};
                32'h40000010: rdata <= {20'b0, digi};
                32'h40000014: rdata <= systick;
                default: rdata <= 32'b0;
            endcase
        end
        else rdata <= 32'b0;
        if(wr) begin
            case(addr)
                32'h40000000: TH <= wdata;
                32'h40000004: TL <= wdata;
                32'h40000008: TCON <= wdata[2:0];
                32'h4000000c: led <= wdata[7:0];
                32'h40000010: digi <= wdata[11:0];
            endcase
        end
    end
endmodule
### flow/run.sh
#!/bin/bash
# OpenROAD 26Q1-2900-gdf79404cd8, Yosys 0.63+post, stock flow scripts
make -C /OpenROAD-flow-scripts/flow DESIGN_CONFIG=/design/flow/config.mk WORK_HOME=/design/flow/orfs finish
### flow/config.mk
export PLATFORM = sky130hd
export DESIGN_NAME = Periphery_RAM
export DESIGN_NICKNAME = Periphery_RAM
export VERILOG_FILES = /design/flow/design.v
export SDC_FILE = /design/flow/constraint.sdc
export NUM_CORES = 4
export LEC_CHECK = 1
export CORE_UTILIZATION = 40
### flow/constraint.sdc
current_design Periphery_RAM

set clk_period 7.2
set clk_io_pct 0.2

create_clock -name clk0 -period $clk_period

set non_clock_inputs [all_inputs -no_clocks]
set_input_delay [expr $clk_period * $clk_io_pct] -clock clk0 $non_clock_inputs
set_output_delay [expr $clk_period * $clk_io_pct] -clock clk0 [all_outputs]
==> flow_metrics.py <==
# Auto-generated metrics
metrics = {
    "drt": {
        "route.detailed.drc": 0,
        "first_iter_violations": 64,
        "antenna_cells": 0,
        "vias": 1771,
        "routed_wl_um": 4736,
        "detail-route-antenna-nets": 0,
        "wl_per_cell_um": 12.63,
        "drt_first_pass_iters": 4,
        "routed_via_density": 4.723,
    },
    "sta": {
        "worst_slew_pin_slew_ps": 742.2,
        "slew_headroom_pct": 50.37,
        "untimed_endpoints": 87,
        "unclocked_regs": 87,
        "setup_tns_ps": 0,
        "hold_violations": 0,
        "rsz0062_at_grt": "no",
        "fmax_mhz": 194.0,
        "finalClockPeriodUsage_pct": 71.59,
        "drv_slew": 0,
        "fin_crit_ps": 5154,
        "setup_viol": 0,
    },
    "floorplan": {
        "die-area_um2": 5899,
        "die_h_um": 76.81,
        "row_count": 26,
        "core_um2": 5238,
        "io_pins": 99,
        "floorplan.core_util_pct": 42.74,
        "die_w_um": 76.81,
    },
    "finish": {
        "lay_top_count": "clkdlybuf4s50_1",
        "utilization_pct": 62.28,
        "drive_above_1_share_pct": 6.230,
        "comb_area_um2": 869.6,
        "fillers": 458,
        "lay_top_cells": "clkdlybuf4s50_1 (97), dlxtn_1 (87), mux2i_1 (29), nor2_1 (24), a2bb2oi_1 (10)",
        "seq_area_um2": 1306,
        "area_growth_pct": 45.72,
    },
    "clocking": {
        "ctsResizeCount": 0,
        "postCtsHoldBufs": 0,
        "postCtsSetupBuffers": 0,
    },
    "run": {
        "warnings": 34,
        "cap_violations": 0,
    },
    "yosys": {
        "yosysWarnings": 33,
        "synth_area_per_cell_um2": 10.41,
        "ys_area_um2": 2238,
        "yosys_cells": 215,
        "ys.flops": 87,
        "synth_cells": 215,
        "ys_types": 24,
        "synth_area_um2": 2238,
    },
    "pwr": {
        "p_leak_nw": 1.410,
        "ir_drop_uv": 21.56,
        "pwr_density_cell_nw_per_um2": 33.82,
    },
    "setup_path": {
        "setup.worst_path.end": "rdata[23]",
        "required_ps": 5760,
        "crit_start": "addr[4]",
        "cp_max_fo": 20,
        "path_class": "in2out",
        "start_kind": "input port",
        "critPathArrivalTime_ps": 3710,
        "crit_path_end_kind": "primary output",
    },
    "grt": {
        "grt_max_degree": 43,
        "antenna_found_initial": 0,
        "grt_usage_pct": 16.97,
        "first_global_vias": 1672,
        "overflow": 0,
        "grt_first_pass_wirelength_um": 7879,
    },
    "worst_hold_path": {
        "worstHoldPathType": "in2out",
        "holdPathStages": 5,
    },
    "place": {
        "io_buffers": 98,
        "gp_routability_congestion": 0.7226,
        "dpl.hpwl_um": 3532,
    },
    "run_status": {
        "outcome": "completed",
    },
}
==> critical path, stage by stage <==
cell,delay [ps]
clkdlybuf4s50_1,740
nor2_1,320
nand2_1,80
or3_4,460
nor2_1,160
clkdlybuf4s50_1,500
==> report_power, final <==
part           leakage, nW  total [W]  switching, W  internal [W]
Clock                    0          0             0             0
Sequential           0.709  0.0000357    0.00000532     0.0000304
Combinational        0.701  0.0000746     0.0000252     0.0000494
==> sequential cells by signal (all words and copies together) (netlist names) <==
| register | cells |
|---|---|
| TH | 32 |
| TL | 32 |
| digi | 12 |
| led | 8 |
| TCON | 3 |
==> how the worst min path moves through the flow <==
stage | from | end | slack (ps)
CTS | addr[2] | rdata[29] | 3970
global route | addr[2] | rdata[29] | 4010
finish | addr[2] | rdata[29] | 3970
==> metal layers <==
metal | vias up | wire, um | global-route usage (%)
met1 | 790 | 2023 | 23.37
li1 | 920 | - | -
met3 | 0 | 462 | 4.716
met5 | - | 0 | 0
met2 | 61 | 2249 | 29.20
met4 | 0 | 0 | 0
==> cells by family after synthesis <==
family,Yosys count,share of synthesized area (%)
buffers and inverters,11,2.794
latches,87,58.52
muxes,32,15.99
and+or+nand+nor,67,16.66
AOI/OAI and AO/OA,18,6.204
==> cell usage after synthesis <==
cell type	count	area share, %
nand3_1	3	0.67
nor2b_1	4	1.1
mux4_2	3	3.0
or3_1	1	0.28
nor2_2	5	1.4
nor3b_1	1	0.34
nor4_2	3	1.7
and2_1	5	1.4
buf_2	5	1.1
nand2_1	6	1.0
dlxtn_1	87	59
a2bb2oi_1	10	3.9
nand4b_1	3	1.2
buf_1	1	0.17
or3_4	1	0.50
buf_6	2	1.0
mux2i_1	29	13
nor4_1	4	1.1
clkbuf_1	3	0.50
nor2_1	24	4.0
a21oi_2	3	1.2
nand2b_1	3	0.84
nand4_1	4	1.1
o21ai_0	5	1.1
==> final cells by class <==
class                   count  share of cell area (%)
flip-flops and latches     87                   40.05
well taps                  70                   2.685
repair buffers            101                   30.61
multi-input cells         117                   26.66
==> through the flow <==
stage	hold WS, ps	total power, W	std cells	setup WS (ps)	area (um^2)
2_1_floorplan	3085	0.00006713	215	3282	2238
3_5_place_dp	3970	0.0001112	375	2023	3262
5_1_grt	4014	0.0001198	375	1881	3262
6_report	3966	0.0001103	375	2046	3262
4_1_cts	3975	0.0001114	375	2016	3262
3_3_place_gp	3979	0.0001098	375	2050	3262
Power and IR drop assume default switching activity.
